$ cat /design/flow/config.mk
export PLATFORM = sky130hd
export DESIGN_NAME = Top
export DESIGN_NICKNAME = Top
export VERILOG_FILES = /design/flow/design.v
export SDC_FILE = /design/flow/constraint.sdc
export NUM_CORES = 4
export LEC_CHECK = 1
export CORE_UTILIZATION = 30
$ cat /design/flow/constraint.sdc
current_design Top

set clk_period 10.2
set clk_io_pct 0.2

create_clock -name clk0 -period $clk_period [get_ports {SYS_CLK}]

set non_clock_inputs [all_inputs -no_clocks]
set_input_delay [expr $clk_period * $clk_io_pct] -clock clk0 $non_clock_inputs
set_output_delay [expr $clk_period * $clk_io_pct] -clock clk0 [all_outputs]
$ cat /design/flow/design.v
module Passwd(
        input CLK,
        input del,
        input [9:0] K,
        output reg lock,
        output reg [15:0] Data
);
integer count=0;
reg [15:0] passwd=16'b1001_1001_0111_0000; 
reg [15:0] root=16'b0000_0001_0010_0011; 
initial
    begin
      Data<=0;
      lock<=1;
    end
always @ (posedge CLK)
    begin
      if (count==4)
        begin
          if (Data==passwd)
            begin
                lock<=0;
            end
          else
            if (Data==root)
                begin
                  lock<=0;
                end
            else
                begin
                  lock<=1;
                  Data<=0;
                end
        count<=0;
        Data<=0;
        end
    else
        begin
            if (del==1)
                begin
                  Data<=Data>>4;
                  count=count-1;
                end
          if (K!=0)
            begin
              case (K)
                10'b100_000_000_0:
                    begin
                      Data<=Data<<4;
                      Data[3:0]<=0;
                      count<=count+1;
                    end
                10'b010_000_000_0:
                    begin
                      Data<=Data<<4;
                      Data[3:0]<=1;
                      count=count+1;
                    end
                10'b001_000_000_0:
                    begin
                      Data<=Data<<4;
                      Data[3:0]<=2;
                      count=count+1;
                    end
                10'b000_100_000_0:
                    begin
                      Data<=Data<<4;
                      Data[3:0]<=3;
                      count=count+1;
                    end
                10'b000_010_000_0:
                    begin
                      Data<=Data<<4;
                      Data[3:0]<=4;
                      count=count+1;
                    end
                10'b000_001_000_0:
                    begin
                      Data<=Data<<4;
                      Data[3:0]<=5;
                      count=count+1;
                    end
                10'b000_000_100_0:
                    begin
                      Data<=Data<<4;
                      Data[3:0]<=6;
                      count=count+1;
                    end
                10'b000_000_010_0:
                    begin
                      Data<=Data<<4;
                      Data[3:0]<=7;
                      count=count+1;
                    end
                10'b000_000_001_0:
                    begin
                      Data<=Data<<4;
                      Data[3:0]<=8;
                      count=count+1;
                    end
                10'b000_000_000_1:
                    begin
                      Data<=Data<<4;
                      Data[3:0]<=9;
                      count=count+1;
                    end
              endcase
            end
        end
    end
endmodule
module Display(
	input [15:0] DataIn,
	input CLK,
	output reg [3:0] Data,
	output reg [3:0] Ctrl
);
integer i;
initial
	begin
		i=0;
		Data<=4'b1111;
		Ctrl<=4'b1111;
	end
always @ ( posedge CLK )
	begin
		case(i)
			0: 
				begin
					Data<=DataIn[15:12];
					Ctrl<=4'b0111;
				end
			1:
				begin
					Data<=DataIn[11:8];
					Ctrl<=4'b1011;
				end
			2:
				begin
					Data<=DataIn[7:4];
					Ctrl<=4'b1101;
				end
			3:
				begin
					Data<=DataIn[3:0];
					Ctrl<=4'b1110;
				end
			default:
				begin
					Data<=4'b1111;
					Ctrl<=4'b1111;
				end
		endcase
		i=i+1;
		if ( i==4)
			i=0;
	end
endmodule
module Top(
  input SYS_CLK,
  input SYS_DEL,
  input SYS_K,
  output SYS_LOCK,
  output wire [3:0] SYS_DATA,
  output wire [3:0] SYS_CTRL
);
wire [15:0] USER_DATA;
Passwd PASS(.CLK(SYS_CLK),.del(SYS_DEL),.K(SYS_K),.lock(SYS_LOCK),.Data(USER_DATA));
Display DS(.DataIn(USER_DATA),.CLK(SYS_CLK),.Data(SYS_DATA),.Ctrl(SYS_CTRL));
endmodule  
$ cat /design/flow/run.sh
#!/bin/bash
# OpenROAD 26Q1-2900-gdf79404cd8, Yosys 0.63+post, stock flow scripts
make -C /OpenROAD-flow-scripts/flow DESIGN_CONFIG=/design/flow/config.mk WORK_HOME=/design/flow/orfs finish
==> results.yml <==
# implementation run metrics
status:
  status: "finished, final reports clean"
setup_path:
  path_max_fanout: 28
  start_kind: "primary input"
  critical_path_class: "in -> reg"
  r2r_setup_slack_ns: 6.60
  arrival_ns: 5.90
  critPathCaptureType: "flip-flop"
  required_ns: 10.45
global_routing:
  grt_max_degree: 34
  grt_pass1_wl_um: 20200
  track_usage_pct: 13.4
  grt_pass1_vias: 4071
  grt_overflow: 0
  antenna_found_initial: 0
synth:
  synth_seq_share_pct: 32.5
  synth_flops: 89
  edf_count: 1
  ys_types: 68
  syn_area_um2: 5510
  ys_cells: 682
  netlist_instances: 682
  synthFlopType: "dfxtp_1"
  async_flop_share_pct: 0
  synth_area_per_cell_um2: 8.08
  ys.warnings.count: 3
  yosys-stat-area_um2: 5510
floorplanning:
  ios: 12
  chipWidth_um: 137
  die_h_um: 137
  chip_area_um2: 18900
  rows: 49
  initial_core_util_pct: 30.7
  core-area_um2: 18000
sta:
  fmax_mhz: 177
  setup_tns_ns: 0
  tightest_slew_ns: 0.715
  maxSlewHeadroom_pct: 52.0
  fin_ws_ns: 4.55
  clock_skew_ns: 0.00709
  finalCritPeriodShare_pct: 55.4
  hold_viol: 0
  setup_viol: 0
  rsz0062_at_grt: "false"
  drv_slew: 0
  finalCriticalPeriod_ns: 5.65
placed_design:
  preCtsSetupSlack_ns: 4.24
  gp_congestion: 0.873
  place_hpwl_um: 8510
  io_buffers: 11
  dp_cells: 878
detailed_routing:
  via_count: 4716
  drc: 0
  dr.pass1.iters: 5
  antennaDiodeCount: 0
  ant_nets: 0
  dr.first_iter.drc_count: 206
  wl_per_cell_um: 13.3
  viasPerCell: 5.28
  routed_wl_um: 11900
final_layout:
  final_common_cell: "dfxtp_1"
  nFillCells: 1848
  comb_area_um2: 3460
  syn2layout_area_growth_pct: 9.97
  regArea_um2: 1790
  layout_top_cells: "dfxtp_1, nor2_1, xnor2_1, nand2_1, nor3_1"
  instances_no_fill: 894
  layout-drive-gt1-share_pct: 5.56
clock_network:
  clkLatencyLatePin_ns: 0.35
  clk_pin_slew_ns: 0.06
  post-cts-setup-buffers: 0
  ctsHoldBuffers: 0
  h-tree-depth: 3
  cts_buffer_depth: 2
  cts_tree: "done"
  cts_root_buf: "clkbuf_16"
  clock_sinks: 89
  cts-resized-gates: 0
  cts-buffers-inserted: 9
power:
  ir_worst_vdd_v: 0.000102
  power_frac_seq_pct: 45.0
  p_sw_share_pct: 32.1
  power_w: 0.00103
  p_int_w: 0.000700
  p_sw_w: 0.000331
  p_per_area_nw_per_um2: 170
  power_frac_comb_pct: 19.6
  leakagePower_nw: 2.07
  pwr-share-clk_pct: 35.4
hold_path:
  hold_class: "reg -> reg"
run:
  warnings: 30
  drv_cap: 0
-- flip-flops by register name, summed over array words and instances (netlist names) --
register / cells
DS.Ctrl: 4
DS.Data: 4
PASS.count: 32
PASS.lock: 1
PASS.Data: 16
DS.i: 32
-- synthesized netlist by cell type (3+ instances only) --
| cell | count | share of area, % |
|---|---|---|
| o21bai_1 | 3 | 0.41 |
| a32oi_1 | 3 | 0.48 |
| and3_1 | 19 | 2.2 |
| ha_1 | 8 | 1.8 |
| or2_2 | 6 | 0.68 |
| nor2_1 | 79 | 5.4 |
| a21o_1 | 3 | 0.41 |
| xnor2_1 | 60 | 9.5 |
| o211ai_1 | 3 | 0.41 |
| buf_2 | 4 | 0.36 |
| a211oi_1 | 7 | 0.95 |
| nand3_1 | 26 | 2.4 |
| o21a_1 | 5 | 0.68 |
| a31oi_1 | 3 | 0.34 |
| nor4_1 | 22 | 2.5 |
| nand4_1 | 20 | 2.3 |
| nor3b_1 | 4 | 0.55 |
| o21ai_0 | 12 | 1.1 |
| nand4b_1 | 6 | 0.95 |
| a31o_2 | 3 | 0.48 |
| a21oi_1 | 26 | 2.4 |
| inv_1 | 14 | 0.95 |
| nor2b_1 | 5 | 0.57 |
| nor3_1 | 33 | 3.0 |
| xor2_1 | 19 | 3.0 |
| nor4b_1 | 3 | 0.48 |
| or3_1 | 11 | 1.2 |
| mux2i_1 | 16 | 2.9 |
| nand2_1 | 43 | 2.9 |
| a211o_1 | 3 | 0.48 |
| o31a_1 | 6 | 0.95 |
| o31ai_1 | 5 | 0.68 |
| a22oi_1 | 9 | 1.2 |
| and4_1 | 8 | 1.3 |
| dfxtp_1 | 88 | 32 |
| or4_1 | 8 | 1.1 |
| a311oi_1 | 3 | 0.48 |
| clkbuf_1 | 41 | 2.8 |
| and2_1 | 10 | 1.1 |
-- cell families (layout without fill, tap and decap cells) --
logic type | count (synthesis) | in the layout | synth area share [%]
xor gates and xnor gates | 79 | 79 | 12.6
buffers and inverters | 62 | 45 | 4.66
DFF | 89 | 89 | 32.5
AOI/OAI and AO/OA | 112 | 112 | 14.5
muxes | 16 | 16 | 2.91
and+or+nand+nor | 316 | 316 | 31.0
adders and majority gates | 8 | 8 | 1.82
-- stage by stage --
step           hold WS (ns)  area [um^2]  util, %
3_5_place_dp          0.501         5730     31.9
2_1_floorplan         0.467         5510        -
6_report              0.518         6060     33.7
5_1_grt               0.544         6060     33.7
3_3_place_gp          0.491         5730     31.9
4_1_cts               0.521         6060     33.7
-- final timing paths --
kind,startpoint,end,depth (start not counted)
hold reg to reg,DS.i[31],DS.i[31],2
setup / recovery,SYS_DEL,PASS.count[24],9
setup reg to reg,PASS.count[0],PASS.count[24],7
hold / removal,DS.i[31],DS.i[31],2
-- power groups by stage --
stage                 logic [W]  clock network (W)  registers, W
final                  0.000202           0.000365      0.000464
after global routing   0.000229           0.000393      0.000474
after CTS              0.000202           0.000381      0.000463
-- area by class of cell --
type,instances,share of cell area [%]
clock buffers,10,3.78
repair buffers,15,2.31
well taps,229,4.73
inverters,14,0.868
clock inverters,6,1.61
flip-flops and latches,89,29.6
multi-input cells,531,57.1
-- metal layers --
layer | GRT usage [%] | routed length [um]
met5 | 0 | 0
met4 | 1.40 | 94
met3 | 2.25 | 405
met2 | 19.7 | 5010
met1 | 21.2 | 6350
-- worst max-delay path: stages --
cell	delay, ns
clkdlybuf4s50_1	0.45
buf_4	0.30
or4b_1	0.79
nor4_4	0.53
nand3_2	0.17
or4_1	0.45
a211o_1	0.49
or3_1	0.41
a221oi_1	0.27
No activity file was given, so power comes from the tool's default toggle rates.
